--- /design/flow/config.mk ---
export PLATFORM = sky130hd
export DESIGN_NAME = Register
export DESIGN_NICKNAME = Register
export VERILOG_FILES = /design/flow/design.v
export SDC_FILE = /design/flow/constraint.sdc
export NUM_CORES = 4
export LEC_CHECK = 1
export CORE_AREA = 10 10 77 77
export DIE_AREA = 0 0 87 87
--- /design/flow/run.sh ---
#!/bin/bash
# OpenROAD 26Q1-2900-gdf79404cd8, Yosys 0.63+post, stock flow scripts
make -C /OpenROAD-flow-scripts/flow DESIGN_CONFIG=/design/flow/config.mk WORK_HOME=/design/flow/orfs finish
--- /design/flow/constraint.sdc ---
current_design Register

set clk_period 1.0
set clk_io_pct 0.2

create_clock -name clk0 -period $clk_period [get_ports {clk}]

set non_clock_inputs [all_inputs -no_clocks]
set_input_delay [expr $clk_period * $clk_io_pct] -clock clk0 $non_clock_inputs
set_output_delay [expr $clk_period * $clk_io_pct] -clock clk0 [all_outputs]
--- /design/flow/design.v ---
module Register (
    input wire [15:0] d_in,
    input wire clk,
    input wire rst,
    input wire enable,
    input wire [15:0] debug_init,     
    input wire debug_load,            
    output reg [15:0] d_out
);
always @(posedge clk or posedge rst) begin
    if (rst) begin
        d_out <= 16'b0;
    end else if (debug_load) begin
        d_out <= debug_init;
    end else if (enable) begin
        d_out <= d_in;
    end
end
endmodule
==> flow_summary.toml <==
# physical design summary
[place]
dpl_worst_slack_ns = -0.326
dp_hpwl_mm = 1.90
placed_cell_area_sq_um = 1340
dp_cells = 171
routabilityCongestion = 0.762
port_buffers = 51

[synth]
synth-compound-area-share_pct = 10.7
top_cells_by_area = "dfrtp_1, mux2i_1, nand2_1"
top_area_share_pct = 53.5
synthDistinctLibCells = 10
synth.top_cells.by_count = "dfrtp_1, mux2i_1, nand2_1"
synthArstFlopShare_pct = 100
synth_flop_count = 16
yosysSeqAreaShare_pct = 53.5
ys_cells = 70
syn_avg_cell_area_sq_um = 10.7
yosys.area_share.simple_pct = 8.03
edf_count = 0
synthFlopType = "dfrtp_1"
netlist_area_sq_um = 748
muxShareOfSynthArea_pct = 21.4
synth_warnings = 1
xor_share_pct = 0
logic_family = "multiplexers"
ys_area_sq_um = 748
top_area_cell = "dfrtp_1"
synthCells = 70
ys_sh_adder_pct = 0

[detailed_routing]
drtIter0Drc = 12
wl_per_cell_um = 14.0
vias = 683
detail-route-antenna-nets = 0
routed_via_density = 3.82
dr.pass1.iters = 4
wl_mm = 2.50
diodes = 0
remaining_drc_errors = 0

[floorplanning]
num_rows = 24
fp_util_pct = 17.2
core_area_sq_um = 4350
die_area_sq_um = 7570
chipHeight_um = 87
die_w_um = 87
io_pins = 52

[critical_path]
crit_required_ns = 0.80
cp_max_fo = 2
startpoint = "d_out[11]$_DFFE_PP0P_"
critPathKind = "flip-flop to output port"
worstRegToRegCells = 3
path_cells = "buf_2"
max_stage_delay_ns = 0.38
endpoint_kind = "output port"
rrSetupSlack_ns = 0.17
cp_num_buf_inv = 1
crit_slowest_cell = "dfrtp_1"
regToRegEndpoint = "d_out[15]$_DFFE_PP0P_"
path_delay_family = "flip-flops"
critical_path_arrival_ns = 0.75
start_kind = "flip-flop"
reg2reg_from = "d_out[15]$_DFFE_PP0P_"

[layout]
final_cells = 179
finalInstanceArea_sq_um = 1370
drive_gt1_share_pct = 21.3
finish.utilization_pct = 31.5
fillers = 434
syn2layout_area_growth_pct = 83.1
top_regs = "d_out x16"
largest_reg_flops = 16
regMostFlops = "d_out"

[power]
p_total_mw = 1.68
p_per_area_nw_per_um2 = 1230
total_leakage_power_nw = 0.645
ir_drop_mv = 0.438

[timing]
max_slew.worst_pin.slew_ns = 0.146
final-setup-viol-count = 0
setup_ws_ns = 0.0546
clock.fmax_mhz = 1060
slew_headroom_pct = 90.0
fin_tns_setup_ns = 0
drv_slew = 0
period_used_pct = 94.5
whs_ns = 0.274
rsz0062_at_grt = "true"
hold_viol = 0
finClkSkew_ns = 0
finalCriticalPeriod_ns = 0.945

[cts]
cts_max_level = 1
clkLatencyLatePin_ns = 0.24
cts_tree = "done"
cts_buffers = 3
cts_sinks = 16
ctsRootBufferMaster = "clkbuf_8"
path_clk_slew_ns = 0.06
cts_buffer_depth = 2

[global_route]
gr-total-overflow = 0
grt_max_degree = 33
grt_pass1_vias = 764
grt_usage_pct = 6.45
grt_pass1_wl_mm = 3.95
antenna_found_initial = 0

[flow_run]
tool_warnings = 26
drv_cap = 0

[worst_hold_path]
worstHoldPathType = "input port to async pin"

[run_status]
outcome = "completed"
[cells by family after synthesis]
group | count (synthesis)
buffers and inverters | 6
AOI/OAI and AO/OA | 16
muxes | 16
DFF | 16
and+or+nand+nor | 16
[layer usage]
metal  up-vias  wire length [um]  GRT usage [%]
li1        350                 -              -
met1       304              1030           7.58
met2        27              1160           10.5
met3         2               308           3.30
met4         0                 9          0.884
met5         -                 0              0
[power breakdown]
group / internal [mW] / switching, mW / leakage, nW
logic: 0.262 / 0.120 / 0.423
registers: 0.707 / 0.0279 / 0.193
clock network: 0.349 / 0.218 / 0.0288
[timing repair]
| action | CTS | global route |
|---|---|---|
| endpoints found under the hold margin | 0 | 0 |
| hold buffers | 0 | 0 |
| pin swaps | 0 | 0 |
| setup endpoints to repair | 32 | 3 |
| setup buffers | 3 | 0 |
| gates resized | 49 | 1 |
| cloned | 1 | 0 |
[worst max-delay path by stage]
stage,depth (start not counted),endpoint,slack [ns]
6_report,1,d_out[11],0.05
4_1_cts,1,d_out[8],0.03
5_1_grt,1,d_out[11],-0.001
[cells in the final DEF, fill, tap and decap left out, drive strengths merged]
master         synthesis  layout
o21ai                 16      16
clkbuf                 2       4
mux2i                 16      16
dfrtp                 16      16
clkdlybuf4s50          0      34
clkdlybuf4s15          0       1
inv                    1       1
buf                    3      22
bufbuf                 0       1
nand2                 16      16
[layout make-up]
type | instances | area [sq um] | share of cell area, %
tap | 52 | 65.1 | 4.75
sequential | 16 | 400 | 29.2
clock buffer | 4 | 55.1 | 4.02
multi-input combinational | 48 | 300 | 21.9
timing repair buffer | 58 | 546 | 39.8
inverter | 1 | 3.75 | 0.274
Power and IR drop assume default switching activity.
