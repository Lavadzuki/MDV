--- flow/config.mk ---
export PLATFORM = sky130hd
export DESIGN_NAME = alu
export DESIGN_NICKNAME = alu
export VERILOG_FILES = /design/flow/design.v
export SDC_FILE = /design/flow/constraint.sdc
export NUM_CORES = 4
export LEC_CHECK = 1
export CORE_UTILIZATION = 40
--- flow/constraint.sdc ---
current_design alu

set clk_period 9.7
set clk_io_pct 0.2

create_clock -name clk0 -period $clk_period

set non_clock_inputs [all_inputs -no_clocks]
set_input_delay [expr $clk_period * $clk_io_pct] -clock clk0 $non_clock_inputs
set_output_delay [expr $clk_period * $clk_io_pct] -clock clk0 [all_outputs]
--- flow/design.v ---
module alu (
    input wire carry_in,
    input wire [15:0] in_a,
    input wire [15:0] in_b,
    input wire [3:0] select,
    input wire mode,   
    output wire carry_out,
    output wire compare,
    output wire [15:0] alu_out
);
    wire [15:0] arith_result;
    wire [15:0] logic_result;
    wire arith_carry_out, arith_compare;
    alu_arithmetic arithmetic_unit (
        .in_a(in_a),
        .in_b(in_b),
        .select(select),
        .arith_out(arith_result),
        .carry_out(arith_carry_out),
        .compare(arith_compare)
    );
    alu_logic logic_unit (
        .in_a(in_a),
        .in_b(in_b),
        .select(select),
        .logic_out(logic_result)
    );
    assign alu_out = (mode == 1'b0) ? arith_result : logic_result ;
    assign carry_out = (mode == 1'b0) ? arith_carry_out : 1'b0;
    assign compare = (mode == 1'b0) ? arith_compare : 1'b0;
endmodule
module alu_arithmetic (
    input wire [15:0] in_a,
    input wire [15:0] in_b,
    input wire [3:0] select,
    output reg [15:0] arith_out,
    output wire carry_out,
    output wire compare
);
    wire [16:0] extended_sum;  
    assign extended_sum = {1'b0, in_a} + {1'b0, in_b};  
    always @(*) begin
        case (select)
            4'b0000: arith_out = in_a;                  
            4'b0001: arith_out = in_a | in_b;         
            4'b0010: arith_out = in_a | (~in_b);     
            4'b0011: arith_out = 16'hFFFF;            
            4'b0100: arith_out = in_a | (in_a & ~in_b); 
            4'b0101: arith_out = (in_a | in_b) + (in_a & ~in_b);
            4'b0110: arith_out = in_a - in_b - 1;     
            4'b0111: arith_out = (in_a & ~in_b) - 1;
            4'b1000: arith_out = in_a + (in_a & in_b);
            4'b1001: arith_out = in_a + in_b;         
            4'b1010: arith_out = (in_a | ~in_b) + (in_a & in_b);
            4'b1011: arith_out = (in_a & in_b) - 1;
            4'b1100: arith_out = in_a + in_a;
            4'b1101: arith_out = (in_a | in_b) + in_a;
            4'b1110: arith_out = (in_a | ~in_b) + in_a;
            4'b1111: arith_out = in_a - 1;
            default: arith_out = 16'b0;
        endcase
    end
    assign carry_out = extended_sum[16];
    assign compare = (in_a == in_b) ? 1'b1 : 1'b0;
endmodule
module alu_logic (
    input wire [15:0] in_a,
    input wire [15:0] in_b,
    input wire [3:0] select ,
    output reg [15:0] logic_out
);
    always @(*) begin
        case (select)
            4'd0000: logic_out = ~in_a;  
            4'b0001: logic_out = ~ (in_a | in_b);
            4'b0010: logic_out = ~in_a & in_b;
            4'b0011: logic_out = 16'h0000;
            4'b0100: logic_out =  ~(in_a & in_b);
            4'b0101: logic_out = ~in_b;
            4'b0110: logic_out = in_a ^ in_b;
            4'b0111: logic_out = in_a & (~in_b);
            4'b1000: logic_out = (~in_a) | in_b;
            4'b1001: logic_out = ~(in_a ^ in_b);
            4'b1010: logic_out = in_b;
            4'b1011: logic_out = in_a & in_b;
            4'b1100: logic_out = 16'hFFFF;
            4'b1101: logic_out = in_a | ~(in_b);
            4'b1110: logic_out = in_a | in_b;
            4'b1111:logic_out = in_a;
            default: logic_out = 0;
        endcase
    end
endmodule
--- flow/run.sh ---
#!/bin/bash
# OpenROAD 26Q1-2900-gdf79404cd8, Yosys 0.63+post, stock flow scripts
make -C /OpenROAD-flow-scripts/flow DESIGN_CONFIG=/design/flow/config.mk WORK_HOME=/design/flow/orfs finish
==> ci_impl_report.md <==
## Synthesis and layout report

| Metric | Value |
|---|---|
| Seq. cell area | 0 um2 |
| Setup crit start kind | input port |
| Post-synth top area share | 0.171 |
| Number of global-route vias before repair | 10,200 |
| Slew Viols, Final | 0 |
| Worst VDD drop | 0.0540 mV |
| Number of cells in Yosys stat | 1,285 |
| PortBufs | roughly 55 |
| Slew @ Worst Pin | 0.958 ns |
| Layout cells sized above 1 | 0.0947 |
| Worst hold path startpoint | select[2] |
| Min-delay worst type | in2out |
| Flop count | 0 |
| IO Pins | 56 |
| CP top delay family | simple AND/OR/NAND/NOR gates |
| OpenROAD warning count | 83 |
| Required time worst endpoint | 7.76 ns |
| Cycle use final | 0.964 |
| Post-Syn Area per Cell | 6.53 um2 |
| Yosys chip area | about 8400 um2 |
| Global route hottest layer | met1 |
| Largest net degree at the start of global routing | between 40 and 50 |
| Post-Syn Area | 8390 um2 |
| Final Worst Setup Slack | around 0.35 ns |
| MaxCap Viol Count | 0 |
| Wire per inst | 28.5 um |
| Die H | 147 um |
| Fp_density | 0.411 |
| First-pass GRT wire length | between 60 and 70 mm |
| Die Footprint | 21,600 um2 |
| Postcts setup bufs | 0 |
| Synth top cells by count | nor2_1, nand2_1, ha_1 |
| Crit Path Max Fanout | 9 |
| Total track usage | 0.436 |
| Vias after detailed routing | 11,100 |
| PwrDens | 66.8 nW/um2 |
| Setup crit end kind | primary output |
| Final setup TNS | 0 ns |
| Hold Slack | between 4 and 5 ns |
| Highest clock rate | between 100 and 150 MHz |
| CTS Hold Buffers Added | 0 |
| Via/cell ratio | 6.80 |
| Row cnt | 52 |
| Status | completed |
| LEAKAGE | 3.97 nW |
| Headroom to the max-slew limit | 0.361 |
| P&R area growth vs syn | 16.0% |
| RSZ-0062 raised after global routing | no |
| Yosys top cell by area | ha_1 |
| Pre-CTS setup slack | 0.512 ns |
| Initial drt markers | 1,105 |
| DRC violations left | 0 |
| Hpwl dp | 36.7 mm |
| Most frequent cell after synthesis | nor2_1 |
| Total power | between 0.6 and 0.7 mW |
| Post-CTS resize count | 0 |
| Core box area | roughly 20,000 um2 |
| Seq share, synth | 0 |
| # clk buffers | 0 |
| First-pass detailed-route iteration total | 5 |
| Slowest cell on crit path | clkdlybuf4s50_1 |
| Post-synth cell types | 76 |
| Yosys warning total | 2 |
| Grt total ovfl | 0 |
| Fin. Hold Viols | 0 |
| M2 GR Usage | 0.604 |
| Final GP Congestion | 1.03 |
| Tmin final | 9.35 ns |
| Main area contributors | ha_1, xnor2_1, nor2_1 |
| Met1 usage | 0.615 |
| Setup crit start | in_a[3] |
| # setup viols final | 0 |
| Crit-path cells | clkdlybuf4s50_1, inv_1, ha_1, and4_1, and3_1, and2_1, nand2_1, xnor2_1, a31oi_1, a22o_1, ha_1, nand4_1, or3b_2, o21ai_0, buf_4, o31a_1, a211oi_1, nor3_1, o21ai_0, a221oi_1, a221oi_1, clkdlybuf4s50_1 |
| Met3 usage in global routing | 0.132 |
| WL final | about 47 mm |
| Crit path largest cell delay | 0.59 ns |
| Cell count after synthesis | 1,285 |
| Die Span X | ~150 um |
| Critical path class | in2out |
| Worst setup path end | alu_out[11] |
| WP depth | 22 |
| Post-route ant nets | 0 |
| Initial antenna violation count | 1 |
| Worst path bufs/invs | 4 |
| CP arrival | 7.41 ns |
==> worst min path at each step <==
stage	depth (start not counted)	end
4_1_cts	6	alu_out[0]
5_1_grt	6	alu_out[0]
6_report	6	alu_out[0]
==> power by group <==
| part | switching [mW] | total [mW] | internal (mW) |
|---|---|---|---|
| logic | 0.391 | 0.650 | 0.260 |
| registers | 0 | 0 | 0 |
| clock network | 0 | 0.00000000733 | 0.00000000733 |
==> tightest hold or removal path, cell delays in order <==
cell             delay [ns]
buf_2                  0.10
buf_4                  0.27
o22ai_1                0.11
nand2_1                0.07
a31oi_1                0.07
clkdlybuf4s50_1        0.39
==> cells by family after synthesis <==
kind of cell,share of synthesized area
adder cells (fa/ha/maj),0.181
buffers and inverters,0.0665
XOR/XNOR,0.111
AND/OR/NAND/NOR,0.261
multiplexers,0.0349
AND-OR/OR-AND,0.346
==> per-layer routing <==
| layer | part of all wire | vias up | routed length, um |
|---|---|---|---|
| li1 | - | 4987 | - |
| met1 | 0.41 | 5167 | 19300 |
| met2 | 0.39 | 823 | 18300 |
| met3 | 0.14 | 132 | 6360 |
| met4 | 0.058 | 0 | 2690 |
| met5 | 0 | - | 0 |
==> final cells by class <==
| type | count | area, um2 |
|---|---|---|
| repair buffers | 156 | 1290 |
| inverters | 66 | 248 |
| multi-input cells | 1140 | 7860 |
| fillers | 2181 | 10700 |
| diodes | 1 | 2.50 |
| well taps | 270 | 338 |
==> metrics by stage <==
stage / cells / instance area [um2] / utilization
2_1_floorplan: 1285 / 8390 / -
3_3_place_gp: 1632 / 9740 / 0.477
3_5_place_dp: 1632 / 9740 / 0.477
4_1_cts: 1632 / 9740 / 0.477
5_1_grt: 1632 / 9740 / 0.477
6_report: 1633 / 9740 / 0.477
==> cell usage in the layout, fill, tap and decap left out, drive strengths merged, types with 25 or more instances in the layout <==
cell type	n
nor2	131
nand2	117
ha	115
o22ai	27
nor3	39
xnor2	81
xor2	25
nand3	31
buf	104
a21oi	98
o21ai	98
clkdlybuf4s50	52
inv	63
Power and IR drop assume default switching activity.
